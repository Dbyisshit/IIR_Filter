`./design.v`:
```
`timescale 1ns / 1ps    
module IIR(data_8bit_in,clk,rst_n,data_out_8bit);
parameter ORDER = 16;
parameter word_size_in = 16;
parameter word_size_out = 32;
parameter b0 = 15'd0, b1 = 15'd0, b2 = 15'd0, b3 = 15'd0, b4 = 15'd0, b5 = 15'd1, b6 = 15'd1, b7 = 15'd2, b8 = 15'd2, b9 = 15'd2, b10 = 15'd1, b11 = 15'd1, b12 = 15'd0, b13 = 15'd0, b14 = 15'd0, b15 = 15'd0, b16 = 15'd0;
parameter a0 = 15'd2048, a1 = -15'd1363, a2 = 15'd3839, a3 = -15'd7263, a4 = 15'd10162, a5 = -15'd11031, a6 = 15'd9537, a7 = -15'd6664, a8 = 15'd3786, a9 = -15'd1749, a10 = 15'd653, a11 = 15'd194, a12 = 15'd45, a13 = -15'd8, a14 = 15'd1, a15 = 15'd0, a16 = 15'd0;
input clk,rst_n;
input  [7:0] data_8bit_in;
output [7:0] data_out_8bit;
wire [word_size_in-1:0]     data_16bit;
wire [word_size_out:0]      data_out_32bit;
wire [word_size_out-1:0]    data_feedforward;
wire [word_size_out-1:0]    data_feedback;
reg  [word_size_in-1:0]     sample_in[1:ORDER];
reg  [word_size_in-1:0]     sample_out[1:ORDER];
integer k;
assign data_16bit = {~data_8bit_in[7],data_8bit_in[6:0],8'd0};
assign data_out_8bit = data_out_32bit[7:0];
assign data_feedforward = b0 * data_16bit +
                          b1 * sample_in[1] + b2 * sample_in[2] +
                          b3 * sample_in[3] + b4 * sample_in[4] +
                          b5 * sample_in[5] + b6 * sample_in[6] +
                          b7 * sample_in[7] + b8 * sample_in[8] +
                          b9 * sample_in[9] + b10 * sample_in[10] +
                          b11 * sample_in[11] + b12 * sample_in[12] +
                          b13 * sample_in[13] + b14 * sample_in[14] +
                          b15 * sample_in[15] + b16 * sample_in[16];
assign data_feedback = a1 * sample_out[1] + a2 * sample_out[2] +
                       a3 * sample_out[3] + a4 * sample_out[4] +
                       a5 * sample_out[5] + a6 * sample_out[6] +
                       a7 * sample_out[7] + a8 * sample_out[8] +
                       a9 * sample_out[9] + a10 * sample_out[10] +
                       a11 * sample_out[11] + a12 * sample_out[12] +
                       a13 * sample_out[13] + a14 * sample_out[14] +
                       a15 * sample_out[15] + a16 * sample_out[16];
assign data_out_32bit = (data_feedforward - data_feedback) / a0;
always @(posedge clk or negedge rst_n) begin
    if(!rst_n)
    for(k = 1;k<=ORDER;k = k+1)begin
        sample_in[k] <= 0;
        sample_out[k]<= 0;
    end
    else begin
        sample_in[1] <= data_16bit;
        sample_out[1] <= data_out_32bit[word_size_out-1:word_size_out-8];
    for(k=2;k<=ORDER;k=k+1)begin
        sample_in[k] <= sample_in[k-1];
        sample_out[k]<= sample_out[k-1];
    end
    end
end
endmodule
module clock_divider (
    input wire clk_50MHz,
	 input wire		rst_n,
    output reg clk_50kHz
);
reg [9:0] counter;
always @(posedge clk_50MHz or negedge rst_n) begin
if(!rst_n)begin
counter<=0;
clk_50kHz<=0;
end
else begin
    counter <= counter + 1'b1;
    if (counter == 500 - 1) begin
        counter <= 0;
        clk_50kHz <= ~clk_50kHz;
    end
end
end
endmodule
`timescale 1ns / 1ps    
module top(data_8bit_in,sys_clk,rst_n,data_out_8bit,dac_clk,adc_clk);
input sys_clk,rst_n;
input  [7:0] data_8bit_in;
output [7:0] data_out_8bit;
output dac_clk;
output adc_clk;
reg [1:0]dac_clk_reg;
wire clk_50kHz;
always @(posedge sys_clk or negedge rst_n) begin
    if(!rst_n) begin
        dac_clk_reg <= 0;
    end
    else begin
        dac_clk_reg[0] <= clk_50kHz;
        dac_clk_reg[1] <= dac_clk_reg[0];
    end
end
assign adc_clk = clk_50kHz;
assign dac_clk = dac_clk_reg[1];
IIR IIR_inst0(
    .data_8bit_in(data_8bit_in),
    .clk(clk_50kHz),
    .rst_n(rst_n),
    .data_out_8bit(data_out_8bit)
);
clock_divider clock_divider_1(
    .clk_50MHz(sys_clk),
	 .rst_n(rst_n),
    .clk_50kHz(clk_50kHz)
);
endmodule
```
`./run.sh`:
```
#!/bin/bash
# OpenROAD 26Q1-2900-gdf79404cd8, Yosys 0.63+post, stock flow scripts
make -C /OpenROAD-flow-scripts/flow DESIGN_CONFIG=/design/flow/config.mk WORK_HOME=/design/flow/orfs finish
```
`./config.mk`:
```
export PLATFORM = sky130hd
export DESIGN_NAME = top
export DESIGN_NICKNAME = top
export VERILOG_FILES = /design/flow/design.v
export SDC_FILE = /design/flow/constraint.sdc
export NUM_CORES = 4
export LEC_CHECK = 1
export CORE_UTILIZATION = 50
```
`./constraint.sdc`:
```
current_design top

set clk_period 3.3
set clk_io_pct 0.2

create_clock -name clk0 -period $clk_period [get_ports {sys_clk}]

set non_clock_inputs [all_inputs -no_clocks]
set_input_delay [expr $clk_period * $clk_io_pct] -clock clk0 $non_clock_inputs
set_output_delay [expr $clk_period * $clk_io_pct] -clock clk0 [all_outputs]
```
==> run notes <==
• **outcome** completed
• **list of cells traversed by the critical path** clkdlybuf4s50_1
• **final critical-path setup slack** 1.56 ns
• **per-cell routed wire length** 11.5 µm
• **number of synthesis warnings** 5
• **die y size** 93.3 µm
• **Pwr Total** 336 µW
• **clock-pin slew reported for the worst setup and hold paths after clock tree synthesis** 0.06 ns
• **worst slack after detailed placement** 1.82 ns
• **chip area in the Yosys report** 4170 µm²
• **type of the tightest min-delay check** reg2reg
• **GRT Resource Usage Total** 13.9%
• **largest net degree at the start of global routing** 89
• **total clock buffers created by CTS** 3
• **number of buffers inserted by port buffering** 19
• **number of flip-flops under the largest register name** 88
• **final critical-path share of the clock period** 52.7%
• **cell accounting for the most synthesized area** dfrtp_1
• **most frequent cells after synthesis** dfrtp_1, inv_1, fa_1, ha_1, nor2_1
• **number of failing setup endpoints in the final timing report** 0
• **post-synthesis async set-or-reset flop share** 100%
• **sum of buffers and inverters on the critical path** 1
• **detailed placer's ending HPWL** 3.83 mm
• **count of final max-slew check failures** 0
• **Layout Area Growth over Synthesis** 9.12%
• **EDFF count, synth** 0
• **Diodes inserted** 0
• **remaining routing DRC violations** 0
• **Final Skew** 0.00480 ns
• **Post-Synthesis Mean Instance Area** 14.0 µm²
• **arrival time of data at the critical path endpoint** 1.08 ns
• **areal power density over the cells** 73.9 nW/µm²
• **buffer levels on the longest clock path** 2
• **number of resized instances in the post-cts repair step** 0
• **Via density** 4.83
• **cell total in the yosys stat output** 298
• **critical path endpoint category** output port
• **CTS hold repair buffers** 0
• **count of distinct cell types in the synthesized netlist** 31
• **number of unconstrained endpoints** 96
• **total die area** 8710 µm²
• **biggest cell delay along the critical path** 0.46 ns
• **area share, top type** 60.6%
• **Tool Warnings** 25
• **detailed-route wire length** 4.89 mm
• **ratio of cells with drive above 1 in the final layout** 3.41%
• **Min Clock Period, post-route** 1.74 ns
• **antenna-violating nets left** 0
• **CTS tree** yes
• **Core Density at Floorplan** 52.9%
• **slowest cell on the critical path** clkdlybuf4s50_1
• **maxcap violations** 0
• **Std-Cell Rows** 32
• **gate count after technology mapping** 298
• **FILL cells** 618
• **Total Neg Setup Slack** 0 ns
• **IO Count** 20
• **width of the die** 93.3 µm
• **RePlAce Congestion** 0.829
• **insertion delay of the later-clocked pin in the worst-skew pair** 0.25 ns
• **type of the worst setup path** reg2out
• **Dominant Register Cell** dfrtp_1
• **Clk Tree Root Cell** clkbuf_8
• **setup bufs post-CTS** 0
• **kind of start point of the critical path** register
• **Synth top cell by count** dfrtp_1
• **wire length of the first global-routing pass** 9.18 mm
• **DR pass1 iterations** 4
• **Core Region** 7890 µm²
• **number of global-route vias before repair** 2176
• **Seq share, synth** 60.6%
• **Slew headroom** 54.8%
• **routed via count** 2054
• **initial antenna violation count** 0
• **data required time at the worst endpoint** 2.64 ns
• **H-tree lvl count** 1
• **Top cells by area** dfrtp_1, fa_1, ha_1
• **LEAKAGE** 2.17 nW
• **Detailed Route Iter0 Violations** 46
• **top fanout value on the critical path** 4
• **register pins left without a clock** 88
• **netlist area before placement** 4170 µm²
• **post-layout util** 57.7%
• **total overflow reported by the global router** 0
• **Fmax** 575 MHz
• **number of failing hold endpoints at the final stage** 0
• **actual transition at the worst max-transition pin** 0.679 ns
• **maximum VDD drop** 0.186 mV
• **family of cells with the greatest summed delay on the critical path** buffers and inverters
• **synthesized flop and latch total** 101
• **setup repair after global routing missed its margin** no
-- per-stage QoR --
stage | std cells | hold slack, ns | instance area, µm²
5_1_grt | 425 | 0.358 | 4550
3_5_place_dp | 421 | 0.350 | 4500
6_report | 425 | 0.350 | 4550
4_1_cts | 425 | 0.355 | 4550
3_3_place_gp | 421 | 0.346 | 4500
2_1_floorplan | 298 | 0.331 | 4170
-- where the power goes --
group	internal [mW]	total, mW	switching, mW
registers	0.159	0.159	0
clock network	0.0835	0.144	0.0602
logic	0.0105	0.0336	0.0232
total	0.253	0.336	0.0834
-- cells in the final DEF, fill, tap and decap left out --
cell / count
nor2b_4: 1
ha_1: 20
buf_4: 4
clkdlybuf4s50_1: 18
o21ai_0: 9
fa_1: 30
dfrtp_1: 100
xor2_1: 5
a211oi_1: 2
nor2b_1: 4
o21a_1: 5
o31a_1: 2
a21o_1: 6
xnor2_1: 9
and3_1: 4
clkinv_2: 1
nor3_1: 4
o32ai_1: 1
dfrtp_2: 1
o22ai_1: 1
nor4_1: 1
or4_1: 1
or4b_1: 1
or3_1: 1
nand4_1: 1
o211ai_1: 2
inv_1: 49
a21oi_1: 9
and4_1: 1
nand3_1: 5
clkbuf_8: 3
mux2i_1: 1
nand2_1: 6
nor2_1: 14
or2_2: 1
-- layer usage --
metal  vias to the layer above  global-route usage, %  wire length, µm
met5                         -                      0                0
met4                         0                  0.897               44
met3                         5                   1.74              145
met2                        28                   22.0             2230
li1                        994                      -                -
met1                      1027                   24.3             2480
-- final cells by class --
type	count	area (µm²)	share of cell area, %
Sequential cell	101	2530	55.6
Multi-Input combinational cell	147	1450	31.9
Timing Repair Buffer	22	210	4.62
Inverter	49	184	4.04
Tap cell	102	128	2.80
Clock buffer	3	41.3	0.907
Clock inverter	1	5.00	0.110
-- path summary, 6_finish.rpt --
kind | slack, ns | cells after the start | end | from
hold / removal | 0.35 | 0 | dac_clk_reg[1]$_DFF_PN0_ | dac_clk_reg[0]$_DFF_PN0_
min in group asynchronous | 0.38 | 1 | dac_clk_reg[1]$_DFF_PN0_ | rst_n
max in group asynchronous | 2.18 | 2 | clock_divider_1.counter[6]$_DFF_PN0_ | rst_n
setup reg to reg | 1.86 | 4 | clock_divider_1.clk_50kHz$_DFFE_PN0N_ | clock_divider_1.counter[2]$_DFF_PN0_
setup / recovery | 1.56 | 1 | adc_clk | clock_divider_1.clk_50kHz$_DFFE_PN0N_
hold reg to reg | 0.35 | 0 | dac_clk_reg[1]$_DFF_PN0_ | dac_clk_reg[0]$_DFF_PN0_
-- cell families (layout without fill, tap and decap cells) --
| family | count (synthesis) | after routing | share of synthesized area, % |
|---|---|---|---|
| adder cells (fa/ha/maj) | 50 | 50 | 20.4 |
| buffers and inverters | 50 | 75 | 4.53 |
| XOR/XNOR | 14 | 14 | 2.94 |
| multiplexers | 1 | 1 | 0.240 |
| flip-flops | 101 | 101 | 60.6 |
| AND-OR/OR-AND | 37 | 37 | 5.64 |
| AND/OR/NAND/NOR | 45 | 45 | 5.64 |
Power is estimated from default activity; no workload was simulated.
